===== config.mk =====
export PLATFORM = sky130hd
export DESIGN_NAME = controller
export DESIGN_NICKNAME = controller
export VERILOG_FILES = /design/flow/design.v
export SDC_FILE = /design/flow/constraint.sdc
export NUM_CORES = 4
export LEC_CHECK = 1
export CORE_UTILIZATION = 40

===== constraint.sdc =====
current_design controller

set clk_period 8.9
set clk_io_pct 0.2

create_clock -name clk0 -period $clk_period [get_ports {clk}]

set non_clock_inputs [all_inputs -no_clocks]
set_input_delay [expr $clk_period * $clk_io_pct] -clock clk0 $non_clock_inputs
set_output_delay [expr $clk_period * $clk_io_pct] -clock clk0 [all_outputs]

===== design.v =====
module controller(
		input clk, rst_n,
		input  [31:0] InputImageAddress,
		input  [31:0] OutputImageAddress,
		input  BeginConv,
		output reg ConvDone,
		input  [7:0]  heightOfImage, 
		input  [7:0]  widthOfImage, 
		input  [31:0] WeightAddress,
		output reg [31:0] addr_0,
		output reg ce_0,
		output reg [3:0] we_0,
		input  [31:0] data_0,
		output reg [31:0] addr_1,
		output reg ce_1,
		output reg [3:0] we_1,
		input  [31:0] data_1,
		output reg [31:0] addr_2,
		output reg ce_2,
		output reg [3:0] we_2,
		output reg [31:0] data_2,
		output reg unet_enpulse, 
		output reg [31:0] data_in,
		input [2:0] ctrl,
		input busy,
		input [31:0] data_out
	);
	reg [31:0] INPUT_BASE_ADDR, OUTPUT_BASE_ADDR, WEIGHTS_BASE_ADDR;
	parameter	SAY_CALCULATING	= 3'd0,
					SAY_SEND_WEIGHTS	= 3'd1,
					SAY_SEND_DATA		= 3'd2,
					SAY_DATA_READY		= 3'd3,
					SAY_SENDING			= 3'd4,
					SAY_IDLE				= 3'd5;
	reg [2:0] state;
	parameter	IDLE						= 3'd0,
					SEND_WEIGHTS			= 3'd1,
					WAIT_TO_SEND_DATA		= 3'd2,
					SEND_DATA				= 3'd3,
					WAIT_TO_RECEIVE_DATA	= 3'd4,
					RECEIVE_DATA			= 3'd5,
					DONE				= 3'd6;
	reg [31:0] counter, counter2, counter3;
	always@(*) begin
		case (state)
			SEND_WEIGHTS:         data_in <= data_0;
			WAIT_TO_SEND_DATA:    data_in <= data_0;
			SEND_DATA:            data_in <= data_1;
			WAIT_TO_RECEIVE_DATA: data_in <= data_1;
			default: 		       data_in <= 32'd0;
		endcase
	end
	always@(posedge clk or negedge rst_n) begin
		if (~rst_n) begin
			counter <= 32'd0;
			counter2 <= 32'd4;
			counter3 <= 32'd0;
			state   <= IDLE;
			unet_enpulse <= 1'b0;
			INPUT_BASE_ADDR <= 32'b0; 
			OUTPUT_BASE_ADDR <= 32'b0; 
			WEIGHTS_BASE_ADDR <= 32'b0;
			ce_0 <= 0;
			we_0 <= 0;
			ce_1 <= 0;
			we_1 <= 0;
			ce_2 <= 0;
			we_2 <= 0;
			addr_0 <= 0;
			ConvDone <= 0;
		end else begin
			case (state)
				IDLE:
					begin
						if (BeginConv && ctrl == SAY_IDLE) begin
							unet_enpulse <= 1'b1;
							counter <= 32'd0;
							counter2 <= 32'd0;
							counter3 <= 32'd0;
							INPUT_BASE_ADDR <= InputImageAddress; 
							OUTPUT_BASE_ADDR <= OutputImageAddress; 
							WEIGHTS_BASE_ADDR <= WeightAddress;
							ConvDone <= 0;
							if (unet_enpulse) begin
								state <= SEND_WEIGHTS;
								addr_0 <= WEIGHTS_BASE_ADDR;
								ce_0 <= 1;
								we_0 <= 0;
								counter2 <= 32'd4;
							end
						end
					end
				SEND_WEIGHTS:
					begin
						if (counter == 32'd0) begin
							unet_enpulse <= 1'b0;
						end
						if (ctrl == SAY_SEND_WEIGHTS) begin
							if (counter == 32'd938) begin
								state <= WAIT_TO_SEND_DATA;
								counter <= 32'd0;
								counter2 <= 32'd4;
							end
						end
						counter <= counter + 32'd1;
						counter2 <= counter2 + 32'd4;
						addr_0 <= WEIGHTS_BASE_ADDR + counter2;
					end
				WAIT_TO_SEND_DATA:	
					begin
						if (ctrl == SAY_IDLE) begin
							unet_enpulse <= 1'b1;
							counter <= 32'd0;
							if (unet_enpulse) begin
								state <= SEND_DATA;
								addr_1 <= INPUT_BASE_ADDR;
								ce_0 <= 0;
								we_0 <= 0;
								ce_1 <= 1;
								we_1 <= 0;
							end
						end
					end
				SEND_DATA:
					begin
						if (counter == 32'd0) begin
							unet_enpulse <= 1'b0;
						end
						if (counter < 32'd32837) begin
							if (counter > 0) begin
								addr_1 <= INPUT_BASE_ADDR + counter2;
								counter2 <= counter2 + 32'd4;
							end
						end else if (counter == 32'd32837) begin
							counter3 <= 32'd0;
							addr_1 <= INPUT_BASE_ADDR + counter2;
							counter2 <= counter2 + 32'd4;
						end else begin
							counter3 <= counter3 + 32'd1;
							if (counter3 % 4 == 0) begin
								addr_1 <= INPUT_BASE_ADDR + counter2;
								counter2 <= counter2 + 32'd4;
							end
						end
						if (ctrl == SAY_SEND_DATA) begin
							if (counter == 32'd98368) begin		 
								state <= WAIT_TO_RECEIVE_DATA;
								counter <= 32'd0;
								counter2 <= 32'd4;
							end
						end
						counter <= counter + 32'd1;
					end
				WAIT_TO_RECEIVE_DATA:
					begin
						if (ctrl == SAY_DATA_READY) begin
							unet_enpulse <= 1'b1;
							counter <= 32'd0;
							state <= RECEIVE_DATA;
							ce_1 <= 0;
							we_1 <= 0;
						end
					end
				RECEIVE_DATA:
					begin
						if (counter == 32'd0) begin
							unet_enpulse <= 1'b0;
						end
						if (ctrl == SAY_IDLE) begin		 
							state <= DONE;
							counter <= 32'd0;
							counter2 <= 32'd0;
						end
						if (ctrl == SAY_SENDING) begin
							counter <= counter + 32'd1;
							counter2 <= counter2 + 32'd4;
							if (counter < 32'd65536) begin
								addr_2 <= OUTPUT_BASE_ADDR + counter2;
								ce_2 <= 1;
								we_2 <= 1;
								data_2 <= data_out;
							end
						end
					end
				DONE:
					begin
						ConvDone <= 1;
						ce_2 <= 0;
						we_2 <= 0;
						state <= IDLE;
					end
				default:	
					begin
						state <= IDLE;
					end
			endcase
		end
	end
endmodule 

===== run.sh =====
#!/bin/bash
# OpenROAD 26Q1-2900-gdf79404cd8, Yosys 0.63+post, stock flow scripts
make -C /OpenROAD-flow-scripts/flow DESIGN_CONFIG=/design/flow/config.mk WORK_HOME=/design/flow/orfs finish

==> results.cfg <==
; flow metrics
[placement]
portBuffers = 363
dp_slack_ns = 3.97
dpl_cell_area_sq_mm = 0.0211
dpl.hpwl_um = 35400
gp_congestion = 0.854

[cts]
clkSlewWorstSetupHoldPaths_ns = 0.06
htreeDepth = 2
cts_tree = done
numCtsBuffers = 36
cts.sinks = 300
post_cts_resized = 0
clockRootBuffer = clkbuf_16
cts_hold_buf = 0
insertion_delay_ns = 0.56
ctsLongestPathBuffers = 3
postCtsSetupRepairBufs = 0

[setup_path]
r2r-start = counter2[11]
crit_path_end = data_in[15]
critPathLaunchType = input pin
crit_top_cell = clkdlybuf4s50_1
crit_slowest_cell = clkdlybuf4s50_1
crit_type = in2out
r2r_slack_ns = 5.49
timing.critical_path.cells = clkdlybuf4s50_1 -> a22o_1 -> clkdlybuf4s50_1
end_kind = primary output
r2r_cells = 10
worstPathMaxFanout = 1
critPathLaunch = data_0[15]
critPathRequiredTime_ns = 7.12
cp_slowest_stage_delay_ns = 0.51
arrival_ns = 2.89
reg2reg_to = addr_0[26]

[timing]
tns_ns = 0
setup_ws_ns = 4.23
fmax_mhz = 214
rsz0062_at_grt = false
slew_headroom_pct = 43.2
min_period_ns = 4.67
finalSetupViolCount = 0
clock_skew_ns = 0.0237
finalHoldViolCount = 0
min_period_over_period_pct = 52.5
slew_viol_final = 0
worst_slew_pin_slew_ns = 0.850

[routing]
ant_nets = 0
drt-initial-drc-count = 702
routedWlPerCell_um = 19.9
firstDrtPassIters = 5
vias = 13600
drc_errors = 0
drt-total-wl_um = 50100
vias_per_cell = 5.42

[synthesis]
ys_cells = 1604
yosys-stat-area_sq_mm = 0.0170
synth_flops = 300
ff_type = dfrtp_1
mappedNetlistArea_sq_mm = 0.0170
synthCells = 1604
synth-edff-count = 96
syn_avg_cell_area_sq_um = 10.6
postSynthSeqShare_pct = 46.9
yosysWarningCount = 1
netlist-cell-type-count = 94
synthArstFlopShare_pct = 68.0

[final_layout]
synthToLayoutAreaGrowth_pct = 30.9
lay_top_count = clkdlybuf4s50_1
drive_above_1_share_pct = 12.7
final_cell_area_sq_mm = 0.0223
final_layout_top_logic_cells = clkdlybuf4s50_1 (362), dfrtp_1 (202), nand2_1 (135)

[floorplan]
coreArea_sq_mm = 0.0419
die_area_sq_mm = 0.0434
die_h_um = 208
io_pins = 392
rows = 75
die_w_um = 208
initCoreUtil_pct = 40.6

[run_status]
status = completed

[grt]
grt-ovfl-total = 0
grt_antenna_before_repair = 4
grt_usage_pct = 24.2
grt_max_degree = 116
grt_pass1_wl_um = 77500
grt_pass1_vias = 13100

[power_and_ir_drop]
ir_worst_vdd_uv = 124
power_mw = 4.18
power_leakage_nw = 9.46
powerDensity_mw_per_mm2 = 187

[run]
max_cap_viol_count = 0
warnings = 48

[min_path]
min_path_cells = 1
hold_path.class = reg2reg
logic make-up (layout without fill, tap and decap cells):
kind of cell               after synthesis  after routing  synth area share, %
DFF                                    300            300                 46.9
adders and majority gates               93             93                 6.84
and+or+nand+nor                        453            453                 13.7
other                                    1             12               0.0220
AOI/OAI and AO/OA                      432            432                 16.6
muxes                                  138            138                 9.08
xor gates and xnor gates                71             71                 3.65
buffers and inverters                  116            478                 3.17
cell usage after synthesis, drive strengths merged, types with 6 or more instances:
cell | instances | area, sq um
clkbuf | 53 | 211
nor2b | 9 | 56.3
and2 | 12 | 75.1
nand2b | 11 | 68.8
and4 | 13 | 114
inv | 33 | 124
or3 | 10 | 62.6
dfrtp | 202 | 5050
a22o | 42 | 368
a31oi | 17 | 121
xnor2 | 48 | 420
o21a | 12 | 98.8
o21ai | 141 | 732
buf | 30 | 204
a21oi | 120 | 619
and3 | 43 | 270
xor2 | 23 | 201
nor4 | 9 | 77.6
mux2i | 19 | 203
nand3 | 37 | 198
nor3 | 34 | 185
a211oi | 9 | 82.6
mux2 | 119 | 1340
nor2 | 97 | 369
ha | 93 | 1160
o22ai | 6 | 37.5
or2 | 7 | 43.8
edfxtp | 96 | 2880
a21o | 28 | 211
a22oi | 8 | 60.1
nand4 | 15 | 93.8
o31ai | 8 | 65.1
nand2 | 137 | 524
critical path, delay by kind of cell:
family	cells	cell delay [ns]
compound gates	1	0.15
buf+inv	2	0.96
sequential cells by signal (all words and copies together) (netlist names):
register           count
ConvDone               1
INPUT_BASE_ADDR       32
OUTPUT_BASE_ADDR      32
WEIGHTS_BASE_ADDR     32
addr_0                32
addr_1                32
addr_2                32
ce_0                   1
ce_1                   1
counter               32
counter2              30
counter3               2
data_2                32
state                  7
unet_enpulse           1
we_2                   1
worst min-delay path by stage:
stage            to  slack (ns)           startpoint
6_report    we_2[0]        0.44             state[3]
5_1_grt   addr_2[0]        0.45  OUTPUT_BASE_ADDR[0]
4_1_cts   addr_2[1]        0.45  OUTPUT_BASE_ADDR[1]
per-layer routing:
metal | share of wire (%) | vias up | global-route usage (%)
met5 | 0.044 | - | 0
met4 | 2.6 | 4 | 5.29
met3 | 6.2 | 72 | 4.84
met2 | 46 | 405 | 36.8
met1 | 45 | 6531 | 37.2
li1 | - | 6618 | -
through the flow:
stage | hold slack [ns] | utilization (%) | instances
after floorplan | 0.414 | - | 1614
after detailed placement | 0.432 | 50.4 | 2451
after global routing | 0.454 | 53.1 | 2515
final | 0.441 | 53.1 | 2516
after CTS | 0.446 | 53.1 | 2515
after global placement | 0.428 | 50.4 | 2451
final cells by class:
class                           count  area (sq um)
Fill cell                        3563         19700
Multi-Input combinational cell   1198          8550
Sequential cell                   300          7990
Timing Repair Buffer              381          3780
Clock buffer                       45           995
Tap cell                          539           674
Clock inverter                     19           166
Inverter                           33           124
Antenna cell                        1          2.50
power breakdown:
part / switching [mW] / internal [mW] / leakage, nW / total, mW
Combinational: 0.430 / 0.531 / 5.42 / 0.960
Clock: 0.609 / 0.833 / 0.568 / 1.44
Sequential: 0.154 / 1.62 / 3.48 / 1.77
Power figures rest on the tool's default switching activity, not on a simulated workload.
